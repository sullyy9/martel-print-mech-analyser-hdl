`flow/config.mk`:
```
export PLATFORM = sky130hd
export DESIGN_NAME = fifo_async
export DESIGN_NICKNAME = fifo_async
export VERILOG_FILES = /design/flow/design.v
export SDC_FILE = /design/flow/constraint.sdc
export NUM_CORES = 4
export LEC_CHECK = 1
export CORE_UTILIZATION = 30
```
`flow/constraint.sdc`:
```
current_design fifo_async

set clk_period 2.6
set clk_io_pct 0.2

create_clock -name clk0 -period $clk_period [get_ports {read_clk}]
create_clock -name clk1 -period $clk_period [get_ports {write_clk}]

set non_clock_inputs [all_inputs -no_clocks]
set_input_delay [expr $clk_period * $clk_io_pct] -clock clk0 $non_clock_inputs
set_output_delay [expr $clk_period * $clk_io_pct] -clock clk0 [all_outputs]
```
`flow/design.v`:
```
`timescale 1ns / 1ps
module fifo_async #(
    parameter logic [31:0] DATA_WIDTH = 8,
    parameter logic [31:0] DEPTH = 8
) (
    input logic reset,
    input logic write_clk,
    input logic write_enable,
    input logic [DATA_WIDTH-1:0] write_data,
    input logic read_clk,
    input logic read_enable,
    output logic [DATA_WIDTH-1:0] read_data,
    output logic full,
    output logic empty
);
    logic [$clog2(DATA_WIDTH*DEPTH)-1:0] write_address, read_address;
    logic [$clog2(DEPTH)-1:0] write_ptr_async, read_ptr_async;
    logic [$clog2(DEPTH)-1:0] write_ptr_sync, read_ptr_sync;
    fifo_counter #(
        .DATA_WIDTH(DATA_WIDTH),
        .DEPTH(DEPTH)
    ) write_counter (
        .clk(write_clk),
        .reset,
        .enable(write_enable & !full),
        .address(write_address),
        .pointer(write_ptr_async)
    );
    fifo_counter #(
        .DATA_WIDTH(DATA_WIDTH),
        .DEPTH(DEPTH)
    ) read_counter (
        .clk(read_clk),
        .reset,
        .enable(read_enable & !empty),
        .address(read_address),
        .pointer(read_ptr_async)
    );
    fifo_pointer_synchroniser #(
        .POINTER_WIDTH($clog2(DEPTH))
    ) write_pointer_synchroniser (
        .clk(read_clk),
        .reset,
        .pointer_async(write_ptr_async),
        .pointer_sync(write_ptr_sync)
    );
    fifo_pointer_synchroniser #(
        .POINTER_WIDTH($clog2(DEPTH))
    ) read_pointer_synchroniser (
        .clk(write_clk),
        .reset,
        .pointer_async(read_ptr_async),
        .pointer_sync(read_ptr_sync)
    );
    logic [$clog2(DEPTH)-1:0] write_ptr_async_next;
    incrementer #(
        .MAX_VALUE(DEPTH - 1),
        .INCREMENT(1)
    ) write_ptr_async_bin_incrementer (
        .data_in (write_ptr_async),
        .data_out(write_ptr_async_next)
    );
    assign empty = (write_ptr_sync == read_ptr_async);
    assign full  = (write_ptr_async_next == read_ptr_sync);
    fifo_memory #(
        .DATA_WIDTH(DATA_WIDTH),
        .DEPTH(DEPTH)
    ) memory (
        .reset,
        .write_clk,
        .write_enable(write_enable & !full),
        .write_address,
        .write_data,
        .read_address,
        .read_data
    );
endmodule
`timescale 1ns / 1ps
module fifo_counter #(
    parameter logic [31:0] DATA_WIDTH = 8,
    parameter logic [31:0] DEPTH = 8
) (
    input logic clk,
    input logic reset,
    input logic enable,
    output logic [$clog2(DATA_WIDTH*DEPTH)-1:0] address,
    output logic [$clog2(DEPTH)-1:0] pointer
);
    counter_binary #(
        .MAX_VALUE(DEPTH - 1),
        .INCREMENT(1)
    ) pointer_counter (
        .clk,
        .reset,
        .enable,
        .count(pointer)
    );
    counter_binary #(
        .MAX_VALUE(DATA_WIDTH * (DEPTH - 1)),
        .INCREMENT(DATA_WIDTH)
    ) address_counter (
        .clk,
        .reset,
        .enable,
        .count(address)
    );
endmodule
`timescale 1ns / 1ps
module fifo_memory #(
    parameter logic [31:0] DATA_WIDTH = 8,
    parameter logic [31:0] DEPTH = 8
) (
    input logic reset,
    input logic write_clk,
    input logic write_enable,
    input logic [$clog2(DATA_WIDTH*(DEPTH-1))-1:0] write_address,
    input logic [DATA_WIDTH-1:0] write_data,
    input logic [$clog2(DATA_WIDTH*(DEPTH-1))-1:0] read_address,
    output logic [DATA_WIDTH-1:0] read_data
);
    logic [(DATA_WIDTH*DEPTH)-1:0] buffer;
    always @(posedge write_clk or negedge reset) begin
        if (!reset) begin
            buffer <= '0;
        end else if (write_enable) begin
            buffer[write_address+:DATA_WIDTH] <= write_data;
        end
    end
    assign read_data = buffer[read_address+:DATA_WIDTH];
endmodule
`timescale 1ns / 1ps
module fifo_pointer_synchroniser #(
    parameter logic [31:0] POINTER_WIDTH = 8
) (
    input logic clk,
    input logic reset,
    input logic [POINTER_WIDTH-1:0] pointer_async,
    output logic [POINTER_WIDTH-1:0] pointer_sync
);
    logic [POINTER_WIDTH-1:0] pointer_async_gray;
    logic [POINTER_WIDTH-1:0] pointer_sync_gray;
    converter_bin2gray #(
        .DATA_WIDTH(POINTER_WIDTH)
    ) async_converter (
        .data_in (pointer_async),
        .data_out(pointer_async_gray)
    );
    synchroniser #(
        .WIDTH(POINTER_WIDTH)
    ) write_ptr_synchroniser (
        .clk,
        .reset,
        .d_in (pointer_async_gray),
        .d_out(pointer_sync_gray)
    );
    converter_gray2bin #(
        .DATA_WIDTH(POINTER_WIDTH)
    ) sync_converter (
        .data_in (pointer_sync_gray),
        .data_out(pointer_sync)
    );
endmodule
`timescale 1ns / 1ps
module converter_bin2gray #(
    parameter logic [31:0] DATA_WIDTH = 8
) (
    input  logic [DATA_WIDTH-1:0] data_in,
    output logic [DATA_WIDTH-1:0] data_out
);
    assign data_out = {data_in[DATA_WIDTH-1], data_in[DATA_WIDTH-1:1] ^ data_in[DATA_WIDTH-2:0]};
endmodule
`timescale 1ns / 1ps
module converter_gray2bin #(
    parameter logic [31:0] DATA_WIDTH = 8
) (
    input  logic [DATA_WIDTH-1:0] data_in,
    output logic [DATA_WIDTH-1:0] data_out
);
    generate
        genvar i;
        for (i = 0; i < DATA_WIDTH; i = i + 1) begin : gen_bin
            assign data_out[i] = ^data_in[DATA_WIDTH-1:i];
        end
    endgenerate
endmodule
`timescale 1ns / 1ps
module counter_binary #(
    parameter logic [31:0] MAX_VALUE = 255,
    parameter logic [31:0] INCREMENT = 1
) (
    input logic clk,
    input logic reset,
    input logic enable,
    output logic [$clog2(MAX_VALUE+1)-1:0] count
);
    logic [$clog2(MAX_VALUE+1)-1:0] count_reg, count_next;
    incrementer #(
        .MAX_VALUE(MAX_VALUE),
        .INCREMENT(INCREMENT)
    ) count_incrementer (
        .data_in (count_reg),
        .data_out(count_next)
    );
    always @(posedge clk or negedge reset) begin
        if (!reset) begin
            count_reg <= 0;
        end else if (enable) begin
            count_reg <= count_next;
        end
    end
    assign count = count_reg;
endmodule
`timescale 1ns / 1ps
module incrementer #(
    parameter logic [31:0] MAX_VALUE = 255,
    parameter logic [31:0] INCREMENT = 1
) (
    input  logic [$clog2(MAX_VALUE+1)-1:0] data_in,
    output logic [$clog2(MAX_VALUE+1)-1:0] data_out
);
    localparam logic [$clog2(MAX_VALUE+1)-1:0] Increment = INCREMENT[$clog2(MAX_VALUE+1)-1:0];
    localparam logic [$clog2(MAX_VALUE+1)-1:0] MaxValue = MAX_VALUE[$clog2(MAX_VALUE+1)-1:0];
    always_comb begin
        data_out = data_in + Increment;
        if (data_in > (MaxValue - Increment)) begin
            data_out = '0;
        end
    end
endmodule
`timescale 1ns / 1ps
module synchroniser #(
    parameter logic [31:0] WIDTH  = 1,
    parameter logic [31:0] STAGES = 2
) (
    input logic clk,
    input logic reset,
    input  logic [WIDTH-1:0] d_in,
    output logic [WIDTH-1:0] d_out
);
    (* ASYNC_REG = "TRUE" *) logic [(WIDTH*STAGES)-1:0] data_reg, data_next;
    always @(posedge clk or negedge reset) begin
        if (!reset) begin
            data_reg <= '0;
        end else begin
            data_reg <= data_next;
        end
    end
    assign data_next = {data_reg[((WIDTH*STAGES)-1)-WIDTH:0], d_in};
    assign d_out = data_reg[((WIDTH*STAGES)-1)-:WIDTH];
endmodule
```
`flow/run.sh`:
```
#!/bin/bash
# OpenROAD 26Q1-2900-gdf79404cd8, Yosys 0.63+post, stock flow scripts
make -C /OpenROAD-flow-scripts/flow DESIGN_CONFIG=/design/flow/config.mk WORK_HOME=/design/flow/orfs finish
```
==> results_slide.txt <==
Run Summary

Power and ir drop
  • VDD IR max: 0.000384 V
  • Combinational share of power: 0.457
  • Sequential Power Share: 0.342
  • Int Pwr: 4.94 mW
  • Total power: 7.21 mW
  • Leakage power: 2.24 nW
  • Switching Power: 2.27 mW
  • Pwr dens: 1350 nW/um2
  • Switching share of power: 0.315
  • Clock power frac: 0.201

Drt
  • Routed via count: 2,532
  • Antenna cells: 0
  • Routed vias/inst: 4.84
  • Routed Antenna Nets: 0
  • DR pass1 iterations: 4
  • # DRC: 0
  • DR WL/cell: 16.1 um
  • Starting DRT DRC Count: 180
  • Final WL: 8.44 mm

Cells and area
  • Most frequent cells in the layout: 85 x dfrtp_1, 72 x mux2_2, 23 x buf_4
  • Share of cells above drive strength 1: 0.478
  • Commonest Layout Cell: dfrtp_1
  • Non-filler cells, final: 523
  • Area grow syn2layout: 27.9%
  • Max reg flops: 64
  • Layout Cell Area excl Fill: 5360 um2

Synthesis
  • Synth warn: 7
  • Ys flop type: dfrtp_1
  • Synth Area per Inst: 14.7 um2
  • Post-synth EDFFs: 0
  • Register share after synthesis: 0.526
  • Mapped Cells: 285
  • Ys flops: 88
  • Cell count in the Yosys report: 285
  • Post-synth ARST share: 1.00
  • Area reported by Yosys stat: 4190 um2
  • Synthesized area: 4190 um2
  • Synth unique cells: 42

Final timing
  • Slew Limit Fails: 0
  • Final WS setup: 0.0589 ns
  • Slew @ Worst Pin: 0.566 ns
  • Final setup violation count: 0
  • Slew headroom: 0.621
  • Final hold slack: 0.139 ns
  • Final Hold Fails: 0
  • Unrepaired setup endpoints after global routing: true
  • Setup Skew: 0.00607 ns

Placed design
  • Gpl congestion: 0.732
  • Placed cells: 500
  • Area after DPL: 4840 um2
  • Pre-CTS setup slack: 0.0348 ns
  • HPWL Detailed: 5.48 mm
  • Number of port buffers: 21

Flow run
  • Total of max-cap violations: 0
  • Stage-log warning count: 32

GRT
  • Largest net degree at the start of global routing: 55
  • GRT Util Overall: 0.128
  • Grt ovf: 0
  • Initial antenna violation count: 0
  • First-pass GRT wire length: 13.8 mm
  • Number of global-route vias before repair: 2,577

Clocking
  • Post-CTS Hold Buffers: 0
  • CTS sink cnt: 88
  • TritonCTS clock tree: yes
  • Reg clk slew, reported paths: 0.06 ns

Worst setup path
  • Critical Path AT: 2.02 ns
  • Worst path required time: 2.08 ns
  • CP Capture Type: primary output
  • CP startpoint kind: flop
  • Critical-path maximum fanout: 10
  • CP Class: flop to primary output

Floorplanning
  • Pre-Place Util: 0.312
  • Die H: 120 um
  • Row count: 42
  • Ports: 23
  • Chip area: 14,400 um2
  • Die X: 120 um
  • Core Area: 13,400 um2

Min path
  • Min-delay worst type: input port to asynchronous set/reset pin

Status
  • Status: finished clean
repair_timing:
item / 4_1_cts / 5_1_grt
hold endpoints to repair: 0 / 0
setup endpoints to repair: 1 / 47
buffers inserted: 5 / 0
resized: 16 / 9
pin swaps: 9 / 6
cloned: 0 / 1
synth_stat cells, drive strengths merged (3+ instances only):
cell     n  area share
mux4    16       0.086
nor2     8      0.0072
nor2b    3      0.0045
nand4    4      0.0060
o21ai    5      0.0060
nor3    12       0.029
nand4b   3      0.0063
o31ai    3      0.0054
ha      11       0.033
dfrtp   88        0.53
clkbuf   5      0.0045
nand2    4      0.0036
mux2    75        0.20
nand3    5      0.0060
inv     10      0.0090
a21oi    3      0.0036
nor4     3       0.012
nand2b   3      0.0045
buf      4      0.0054
per-stage QoR:
stage,TNS [ns],util
2_1_floorplan,0,-
3_3_place_gp,0,0.362
3_5_place_dp,0,0.362
4_1_cts,0,0.395
5_1_grt,-0.151,0.400
6_report,0,0.400
kinds of logic after synthesis:
group	synth area share
flip-flops	0.526
adder cells (fa/ha/maj)	0.0329
multiplexers	0.290
buffers and inverters	0.0188
XOR/XNOR	0.00837
AND/OR/NAND/NOR	0.0894
AND-OR/OR-AND	0.0344
routing by layer:
| layer | share of wire | wire length (um) | vias up | GRT usage |
|---|---|---|---|---|
| met4 | 0.0079 | 67 | 0 | 0.0117 |
| met5 | 0 | 0 | - | 0 |
| met2 | 0.45 | 3830 | 59 | 0.185 |
| met1 | 0.47 | 3950 | 1283 | 0.199 |
| met3 | 0.071 | 596 | 7 | 0.0466 |
| li1 | - | - | 1183 | - |
final cells by class:
class                   count  area, um2
repair buffers             52        531
well taps                 176        220
clock buffers              13        314
flip-flops and latches     88       2210
inverters                  10       37.5
fillers                  1221       8050
multi-input cells         178       2000
clock inverters             6       50.0
path summary, 6_finish.rpt:
| kind | startpoint | endpoint | slack (ns) | cells after the start |
|---|---|---|---|---|
| setup reg to reg | write_counter.pointer_counter.count_reg[0] | memory.buffer[27] | 0.13 | 10 |
| min in group clk1 | flop | flop | 0.35 | 0 |
| hold reg to reg | flop | flop | 0.35 | 0 |
| max in group clk1 | write_counter.pointer_counter.count_reg[0] | memory.buffer[27] | 0.13 | 10 |
| setup / recovery | read_counter.address_counter.count_reg[3] | read_data[3] | 0.06 | 4 |
| hold / removal | reset | write_counter.pointer_counter.count_reg[2] | 0.14 | 1 |
| max in group asynchronous | reset | read_counter.address_counter.count_reg[3] | 1.73 | 2 |
| min in group clk0 | flop | flop | 0.35 | 0 |
power groups by stage:
| stage | clock, mW | combinational, mW | sequential [mW] |
|---|---|---|---|
| 4_1_cts | 1.49 | 3.23 | 2.45 |
| 5_1_grt | 1.56 | 3.59 | 2.57 |
| 6_report | 1.45 | 3.29 | 2.46 |
worst max-delay path: stages (launching register included):
cell             delay [ns]
dfrtp_2                0.40
buf_12                 0.16
mux4_2                 0.51
mux2_2                 0.29
clkdlybuf4s50_1        0.42
Power is estimated from default activity; no workload was simulated.
