==> flow/config.mk <==
export PLATFORM = sky130hd
export DESIGN_NAME = thermal_head_axi
export DESIGN_NICKNAME = thermal_head_axi
export VERILOG_FILES = /design/flow/design.v
export SDC_FILE = /design/flow/constraint.sdc
export NUM_CORES = 4
export LEC_CHECK = 1
export CORE_UTILIZATION = 40
==> flow/constraint.sdc <==
current_design thermal_head_axi

set clk_period 54.7
set clk_io_pct 0.2

create_clock -name clk0 -period $clk_period [get_ports {clk}]
create_clock -name clk1 -period $clk_period [get_ports {mech_clk}]

set non_clock_inputs [all_inputs -no_clocks]
set_input_delay [expr $clk_period * $clk_io_pct] -clock clk0 $non_clock_inputs
set_output_delay [expr $clk_period * $clk_io_pct] -clock clk0 [all_outputs]
==> flow/design.v <==
`timescale 1ns / 1ps
module thermal_head #(
    parameter logic [31:0] HEAD_WIDTH = 384
) (
    input logic clk,
    input logic reset,
    input logic data,
    input logic latch,
    input logic dst,
    output logic head_active,
    output logic [HEAD_WIDTH-1:0] head_active_dots
);
    logic [HEAD_WIDTH-1:0] data_reg;
    logic [HEAD_WIDTH-1:0] latch_reg;
    logic [HEAD_WIDTH-1:0] head_reg;
    shift_register #(
        .DEPTH(HEAD_WIDTH)
    ) data_shift_register (
        .clk,
        .reset,
        .data_in(data),
        .enable (reset),
        .data_out(data_reg)
    );
    always_latch begin
        if (!reset) begin
            latch_reg = '0;
        end else if (!latch) begin
            latch_reg = data_reg;
        end
    end
    always_latch begin
        if (!reset) begin
            head_reg = '0;
        end else if (dst) begin
            head_reg = latch_reg;
        end
    end
    assign head_active = dst;
    assign head_active_dots = head_reg;
endmodule
`timescale 1ns / 1ps
module thermal_head_axi #(
    parameter logic [31:0] HEAD_WIDTH = 384
) (
    input logic clk,
    input logic reset,
    input logic mech_clk,
    input logic mech_data,
    input logic mech_latch,
    input logic mech_dst,
    input logic axi_ready,
    output logic axi_valid,
    output logic [HEAD_WIDTH-1:0] axi_data,
    output logic head_active_start_tick,
    output logic head_active_end_tick
);
    logic head_active, head_active_sync, head_active_sync_last;
    logic [HEAD_WIDTH-1:0] head_active_dots;
    logic head_active_start_tick_reg, head_active_start_tick_next;
    logic head_active_end_tick_reg, head_active_end_tick_next;
    logic head_data_sent_reg, head_data_sent_next;
    thermal_head #(
        .HEAD_WIDTH(HEAD_WIDTH)
    ) thermal_head (
        .clk(mech_clk),
        .reset,
        .data (mech_data),
        .latch(mech_latch),
        .dst  (mech_dst),
        .head_active,
        .head_active_dots
    );
    synchroniser head_active_synchroniser (
        .clk,
        .reset,
        .d_in (head_active),
        .d_out(head_active_sync)
    );
    logic axi_valid_reg, axi_valid_next;
    logic [HEAD_WIDTH-1:0] axi_data_reg, axi_data_next;
    always_ff @(posedge clk or negedge reset) begin
        if (!reset) begin
            axi_valid_reg <= '0;
            axi_data_reg  <= '0;
            head_data_sent_reg <= '0;
            head_active_sync_last <= '0;
            head_active_start_tick_reg <= '0;
            head_active_end_tick_reg <= '0;
        end else begin
            axi_valid_reg <= axi_valid_next;
            axi_data_reg  <= axi_data_next;
            head_data_sent_reg <= head_data_sent_next;
            head_active_sync_last <= head_active_sync;
            head_active_start_tick_reg <= head_active_start_tick_next;
            head_active_end_tick_reg <= head_active_end_tick_next;
        end
    end
    always_comb begin
        axi_valid_next = axi_valid_reg;
        axi_data_next  = axi_data_reg;
        head_data_sent_next = head_data_sent_reg;
        head_active_start_tick_next = '0;
        head_active_end_tick_next = '0;
        if (axi_valid && axi_ready) begin
            axi_valid_next = '0;
            axi_data_next  = '0;
        end
        if (head_active_sync && !axi_valid && !head_data_sent_reg) begin
            axi_valid_next = 1'b1;
            axi_data_next  = head_active_dots;
            head_data_sent_next = 1'b1;
        end
        if (!head_active_sync) begin
            head_data_sent_next = '0;
        end
        if(head_active_sync && !head_active_sync_last) begin
            head_active_start_tick_next = 1'b1;
        end
        if(!head_active_sync && head_active_sync_last) begin
            head_active_end_tick_next = 1'b1;
        end
    end
    assign axi_valid = axi_valid_reg;
    assign axi_data  = axi_data_reg;
    assign head_active_start_tick = head_active_start_tick_reg;
    assign head_active_end_tick = head_active_end_tick_reg;
endmodule
`timescale 1ns / 1ps
module shift_register #(
    parameter logic [31:0] DEPTH = 8
) (
    input logic clk,
    input logic reset,
    input logic data_in,
    input logic enable,
    output logic [DEPTH-1:0] data_out
);
    logic [DEPTH-1:0] data_reg, data_next;
    always_ff @(posedge clk or negedge reset) begin
        if (!reset) begin
            data_reg <= '0;
        end else if (enable) begin
            data_reg <= data_next;
        end
    end
    assign data_out  = data_reg;
    assign data_next = {data_reg[DEPTH-2:0], data_in};
endmodule
`timescale 1ns / 1ps
module synchroniser #(
    parameter logic [31:0] WIDTH  = 1,
    parameter logic [31:0] STAGES = 2
) (
    input logic clk,
    input logic reset,
    input  logic [WIDTH-1:0] d_in,
    output logic [WIDTH-1:0] d_out
);
    (* ASYNC_REG = "TRUE" *) logic [(WIDTH*STAGES)-1:0] data_reg, data_next;
    always @(posedge clk or negedge reset) begin
        if (!reset) begin
            data_reg <= '0;
        end else begin
            data_reg <= data_next;
        end
    end
    assign data_next = {data_reg[((WIDTH*STAGES)-1)-WIDTH:0], d_in};
    assign d_out = data_reg[((WIDTH*STAGES)-1)-:WIDTH];
endmodule
==> flow/run.sh <==
#!/bin/bash
# OpenROAD 26Q1-2900-gdf79404cd8, Yosys 0.63+post, stock flow scripts
make -C /OpenROAD-flow-scripts/flow DESIGN_CONFIG=/design/flow/config.mk WORK_HOME=/design/flow/orfs finish
==> notes.md <==
Synthesis and PnR results.

- The flow ran to the end, and the final reports show no timing, DRC or antenna violations.
- The clock skew after layout reads 0.0301 ns.
- The post-CTS setup repair buffer count reads 0.
- The ratio of total power to cell area is 23.3 nW/µm².
- The setup violation total in the final timing report is 0.
- In this run the worst hold path is classified as reg2reg.
- The instance tally after logic synthesis is 4667.
- The detailed-placement wirelength estimate reads 68200 µm.
- The post-route cell area is 65000 µm².
- Post-CTS repair changed the size of 0 cells.
- Across all register-to-register paths, the minimum setup slack is 50.68 ns.
- The worst-path maximum fanout is 168.
- The kind of start point of the critical path is an input pin.
- The initial antenna violation count came to 0.
- The CTS tree reads built.
- The floorplan step records an initial core utilization of 0.404.
- Per the detail_route report, vias per standard cell equal 5.00.
- The register bit count reported by yosys is 1543.
- After synthesis, the most frequently instantiated cells are sky130_fd_sc_hd__dfrtp_1 (775), sky130_fd_sc_hd__and2_1 (769), sky130_fd_sc_hd__dlxtn_1 (768).
- The critical hold path startpoint reads head_active_synchroniser.data_reg[0].
- The number of warnings reported in the yosys synthesis log is 4.
- After clock tree synthesis, the flow added hold-fix buffers numbering 0.
- The count of routing violations after the opening detailed-route iteration is 1690.
- Per the synthesis report, the number of distinct cell types is 18.
- Pins over their slew limit in the final report were tallied at 0.
- Counting cells, the worst reg-to-reg path comes to 6.
- The timing report shows the most common cell along the critical path to be sky130_fd_sc_hd__buf_4.
- Per the Yosys statistics, synthesis produced 4667 cells.
- Yosys reported that registers with async set or reset make up 0.502.
- The leakage component of the power was reported as 29.2 nW.
- The synthesized chip area reported by yosys reads 56600 µm².
- In the hold timing report, the worst path depth is 0.
- The die is 378 µm wide.
- The I/O pin count reads 394.
- 768 endpoints have no timing constraint.
- The dominant cell by count in the synthesized netlist reads sky130_fd_sc_hd__dfrtp_1.
- The data arrival time of the critical path is 15.04 ns.
- For the worst setup path, the data required time is 55.22 ns.
- The number of routed nets with antenna violations reads 0.
- The area taken by sequential standard cells is reported as 30900 µm².
- The timing report gives the biggest stage delay along the critical path as 0.73 ns.
- The summed negative setup slack over all endpoints reads 0 ns.
- The final global-route overflow total is 0.
- The buffer_ports step reported a buffer count of 392.
- The worst ir drop on vdd reads 0.0251 mV.
- The total buffers and inverters traversed by the critical path is 6.
- Looking at the hold checks, the worst path lands on head_active_synchroniser.data_reg[1].
- Per the final timing report, the hold violations number 0.
- The cell area reported after detailed placement reads 61300 µm².
- The layout-stage area growth over the synthesis result reads 14.8%.
- The number of inserted diodes is 0.
- The chip area reads 143000 µm².
- The capture point of the worst register-to-register path is recorded as axi_data_reg[200].
- Across the run, the number of max-cap violations was 0.
- In the final layout, the multi-input gates occupy 23400 µm².
- For reference, the post-synthesis area per instance comes to 12.1 µm².
- The detailed-router iteration count before antenna repair reads 5.
- Per the timing report, the most critical flop-to-flop path originates at head_data_sent_reg.
- The first global-routing pass estimated 191000 µm of wire.
- The number of warnings the tools reported is 40.
- The number of fillers in the final layout reads 12600.
- The number of enable-type register cells in the synthesized netlist is 0.
- The sort of element at the end of the critical path reads a flip-flop.
- The number of global-route vias before repair reads 32100.
- Per STA, the worst path is made up of buf_16, buf_4, buf_4, buf_12, buf_4, buf_4, mux2_2.
- The cell area that synthesis handed to floorplanning was 56600 µm².
- The DRC violation total left in the routed layout is recorded as 0.
- The floorplan core area is 140000 µm².
- The share of synthesized area in the top cell type comes to 0.342.
- RePlAce ended its routability-driven mode at a weighted congestion of 0.754.
- The setup path with the least slack is of type in2reg.
- The slew check shows that the tightest pin keeps a relative margin of 0.425.
- The top cell family by delay on the critical path is buffers and inverters.
- The maximum number of pins on one net before global-route repair is 169.
- The vertical die dimension reported for this design is 378 µm.
- The clock transition at the register clock pins on the worst setup and hold paths after CTS reads 0.06 ns.
- The dominant cell type by area after synthesis reads sky130_fd_sc_hd__dfrtp_1.
- The share of cells above drive strength 1 is 0.203.
- The total routing usage reported by global routing reads 0.174.
- The primary flip-flop cell chosen by synthesis mapping reads sky130_fd_sc_hd__dfrtp_1.
- The count of unclocked register or latch pins is 768.
- The via count of the routed design is 33900.
- The actual transition at the worst max-transition pin reads 0.863 ns.
- Setup repair after global routing left no endpoint under its margin.
- The timing report shows that the slowest cell on the worst path is sky130_fd_sc_hd__buf_4.
- The total detailed-routing wirelength reads 120000 µm.
- The worst hold slack reads 0.347 ns.
- The count of standard-cell rows is 137.
- For this sky-water flow run, the detailed-routed wirelength per cell is reported as 17.7 µm.
- Ranked by total cell area, the synthesized netlist is headed by sky130_fd_sc_hd__dfrtp_1 (34%), sky130_fd_sc_hd__dlxtn_1 (20%), sky130_fd_sc_hd__and2_1 (8.5%), sky130_fd_sc_hd__o211ai_2 (7.7%), sky130_fd_sc_hd__mux2_2 (7.7%).
[cell usage in the layout (no fill, tap or decap), drive strengths merged]
| cell | Yosys | final |
|---|---|---|
| dlxtn | 768 | 768 |
| a21boi | 1 | 1 |
| nand2b | 384 | 384 |
| dfrtp | 775 | 775 |
| nor2b | 4 | 4 |
| clkdlybuf4s50 | 0 | 390 |
| mux2 | 385 | 385 |
| bufinv | 0 | 11 |
| inv | 2 | 5 |
| clkinvlp | 0 | 4 |
| and2 | 769 | 769 |
| clkbuf | 268 | 155 |
| clkinv | 0 | 27 |
| o211ai | 384 | 384 |
| nand3b | 384 | 384 |
| nand4bb | 384 | 384 |
| buf | 159 | 72 |
[per-layer routing]
layer	track usage	wire, µm	vias up
met5	0	0	-
met4	0.0363	3120	0
met3	0.0409	6400	153
met2	0.253	53400	472
met1	0.275	56800	16800
li1	-	-	16500
[power breakdown]
part	internal [W]	switching (W)	total, W
combinational	0.0000586	0.0000890	0.000148
clock	0.000458	0.000293	0.000751
sequential	0.000607	0.0000121	0.000619
total	0.00112	0.000395	0.00152
[through the flow]
| step | cells | setup WS, ns | total power [W] | util |
|---|---|---|---|---|
| final | 6778 | 40.17 | 0.00152 | 0.464 |
| after global routing | 6778 | 39.61 | 0.00159 | 0.464 |
| after CTS | 6778 | 40.10 | 0.00155 | 0.464 |
| after detailed placement | 6579 | 39.39 | 0.000780 | 0.438 |
| after global placement | 6579 | 39.43 | 0.000779 | 0.438 |
| after floorplan | 4667 | 42.80 | 0.000746 | - |
[kinds of logic (layout without fill, tap and decap cells)]
| kind of cell | count (synthesis) | count (layout) | synth area share |
|---|---|---|---|
| latches | 768 | 768 | 0.203 |
| DFF | 775 | 775 | 0.342 |
| buffers and inverters | 429 | 664 | 0.0404 |
| and+or+nand+nor | 1925 | 1925 | 0.255 |
| muxes | 385 | 385 | 0.0765 |
| AOI/OAI and AO/OA | 385 | 385 | 0.0820 |
[worst max path at each step]
stage,from,endpoint,depth (start not counted)
after CTS,reset,thermal_head.data_shift_register.data_reg[202],7
after global routing,reset,thermal_head.data_shift_register.data_reg[201],7
final,reset,thermal_head.data_shift_register.data_reg[196],7
[final cells by class]
cell class / count / area share
Sequential cell: 1543 / 0.476
Multi-Input combinational cell: 2695 / 0.360
Timing Repair Buffer: 463 / 0.0698
Clock buffer: 154 / 0.0494
Tap cell: 1876 / 0.0361
Clock inverter: 45 / 0.00837
Inverter: 2 / 0.000115
Power and IR drop assume default switching activity.
